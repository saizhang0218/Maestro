==> flow/design.v <==
module adder 
    (   input clk,reset,clean,   
        input a,b,   
        output reg s   
        );
reg c;
always@(posedge clk or posedge reset)
begin
    if(reset == 1) begin  
        s <= 0;
        c <= 0;
    end
    else if (clean==1) begin
        c <= 0;
    end 
    else begin
        s <= a ^ b ^ c;   
        c <= (a & b) | (c & b) | (a & c);   
    end 
end
endmodule 
`timescale 1ns / 1ps
module adder_tree(
    input         clk          ,
    input         reset        ,
    input         clean        ,
    input  [7:0]  inputs       ,
    output result
    );
wire [5:0] inter_result;
reg clean_delay,clean_delay_delay;
always@(posedge clk or posedge reset) 
begin
    if (reset) begin
        {clean_delay,clean_delay_delay} <= 'b0;
    end
    else begin
        clean_delay <= clean;
        clean_delay_delay <= clean_delay;
    end
end
adder part0(.clk(clk),.reset(reset),.clean(clean),.a(inputs[7]),.b(inputs[6]),.s(inter_result[3]));   
adder part1(.clk(clk),.reset(reset),.clean(clean),.a(inputs[5]),.b(inputs[4]),.s(inter_result[2]));   
adder part2(.clk(clk),.reset(reset),.clean(clean),.a(inputs[3]),.b(inputs[2]),.s(inter_result[1]));   
adder part3(.clk(clk),.reset(reset),.clean(clean),.a(inputs[1]),.b(inputs[0]),.s(inter_result[0]));   
adder part4(.clk(clk),.reset(reset),.clean(clean_delay),.a(inter_result[3]),.b(inter_result[2]),.s(inter_result[4]));   
adder part5(.clk(clk),.reset(reset),.clean(clean_delay),.a(inter_result[1]),.b(inter_result[0]),.s(inter_result[5]));   
adder part6(.clk(clk),.reset(reset),.clean(clean_delay_delay),.a(inter_result[4]),.b(inter_result[5]),.s(result));   
endmodule
`timescale 1ns / 1ps
module adder_tree_set(
    input         clk          ,
    input         reset        ,
    input         enable       ,
    input  [7:0] input_h_trees7,input_h_trees6,input_h_trees5,input_h_trees4,input_h_trees3,input_h_trees2,input_h_trees1,input_h_trees0,    
    output  result_en       ,
    output [7:0] result
    );
    wire clean;
    wire [7:0] result_en_indi;
    reg [4:0] counter;
    reg enable_delay, enable_delay2,enable_delay3;
    always@(posedge clk or posedge reset)    begin
        if(reset == 1) begin  
            counter <= 'b0;
            {enable_delay,enable_delay2,enable_delay3} <= 'b0;
        end
        else begin
            counter <= counter + (enable == 1'b1);
            enable_delay <= enable;
            enable_delay2 <= enable_delay;
            enable_delay3 <= enable_delay2;
        end
    end
    assign clean = (counter == 5'b11111);
    assign result_en = enable_delay3;
    adder_tree adder0(.clk(clk),.reset(reset),.clean(clean),.inputs({input_h_trees7[0],input_h_trees6[0],input_h_trees5[0],input_h_trees4[0],input_h_trees3[0],input_h_trees2[0],input_h_trees1[0],input_h_trees0[0]}),.result(result[0]));   
    adder_tree adder1(.clk(clk),.reset(reset),.clean(clean),.inputs({input_h_trees7[1],input_h_trees6[1],input_h_trees5[1],input_h_trees4[1],input_h_trees3[1],input_h_trees2[1],input_h_trees1[1],input_h_trees0[1]}),.result(result[1]));   
    adder_tree adder2(.clk(clk),.reset(reset),.clean(clean),.inputs({input_h_trees7[2],input_h_trees6[2],input_h_trees5[2],input_h_trees4[2],input_h_trees3[2],input_h_trees2[2],input_h_trees1[2],input_h_trees0[2]}),.result(result[2]));   
    adder_tree adder3(.clk(clk),.reset(reset),.clean(clean),.inputs({input_h_trees7[3],input_h_trees6[3],input_h_trees5[3],input_h_trees4[3],input_h_trees3[3],input_h_trees2[3],input_h_trees1[3],input_h_trees0[3]}),.result(result[3]));   
    adder_tree adder4(.clk(clk),.reset(reset),.clean(clean),.inputs({input_h_trees7[4],input_h_trees6[4],input_h_trees5[4],input_h_trees4[4],input_h_trees3[4],input_h_trees2[4],input_h_trees1[4],input_h_trees0[4]}),.result(result[4]));   
    adder_tree adder5(.clk(clk),.reset(reset),.clean(clean),.inputs({input_h_trees7[5],input_h_trees6[5],input_h_trees5[5],input_h_trees4[5],input_h_trees3[5],input_h_trees2[5],input_h_trees1[5],input_h_trees0[5]}),.result(result[5]));   
    adder_tree adder6(.clk(clk),.reset(reset),.clean(clean),.inputs({input_h_trees7[6],input_h_trees6[6],input_h_trees5[6],input_h_trees4[6],input_h_trees3[6],input_h_trees2[6],input_h_trees1[6],input_h_trees0[6]}),.result(result[6]));   
    adder_tree adder7(.clk(clk),.reset(reset),.clean(clean),.inputs({input_h_trees7[7],input_h_trees6[7],input_h_trees5[7],input_h_trees4[7],input_h_trees3[7],input_h_trees2[7],input_h_trees1[7],input_h_trees0[7]}),.result(result[7]));   
endmodule
`timescale 1ns / 1ps
module top(
    input         clk          ,
    input         reset        ,
    input  [7:0] control       ,  
    input  [8-1:0] output_sa0,output_sa1,output_sa2,output_sa3,output_sa4,output_sa5,output_sa6,output_sa7,
    output [7:0] result
    );
wire [7:0] input_h_trees0,input_h_trees1,input_h_trees2,input_h_trees3,input_h_trees4,input_h_trees5,input_h_trees6,input_h_trees7;
wire [7:0] result_inter0,result_inter1,result_inter2,result_inter3;
assign input_h_trees0 = output_sa0 & {(8){control[0]}};
assign input_h_trees1 = output_sa1 & {(8){control[1]}};
assign input_h_trees2 = output_sa2 & {(8){control[2]}};
assign input_h_trees3 = output_sa3 & {(8){control[3]}};
assign input_h_trees4 = output_sa4 & {(8){control[4]}};
assign input_h_trees5 = output_sa5 & {(8){control[5]}};
assign input_h_trees6 = output_sa6 & {(8){control[6]}};
assign input_h_trees7 = output_sa7 & {(8){control[7]}};
adder_tree_set set0(.clk(clk),.reset(reset),.input_h_trees7(input_h_trees7),.input_h_trees6(input_h_trees6),.input_h_trees5(input_h_trees5),.input_h_trees4(input_h_trees4),.input_h_trees3(input_h_trees3),.input_h_trees2(input_h_trees2),.input_h_trees1(input_h_trees1),.input_h_trees0(input_h_trees0),.result(result));   
endmodule
==> flow/run.sh <==
#!/bin/bash
# OpenROAD 26Q1-2900-gdf79404cd8, Yosys 0.63+post, stock flow scripts
make -C /OpenROAD-flow-scripts/flow DESIGN_CONFIG=/design/flow/config.mk WORK_HOME=/design/flow/orfs finish
==> flow/config.mk <==
export PLATFORM = sky130hd
export DESIGN_NAME = top
export DESIGN_NICKNAME = top
export VERILOG_FILES = /design/flow/design.v
export SDC_FILE = /design/flow/constraint.sdc
export NUM_CORES = 4
export LEC_CHECK = 1
export CORE_UTILIZATION = 50
==> flow/constraint.sdc <==
current_design top

set clk_period 1.2
set clk_io_pct 0.2

create_clock -name clk0 -period $clk_period [get_ports {clk}]

set non_clock_inputs [all_inputs -no_clocks]
set_input_delay [expr $clk_period * $clk_io_pct] -clock clk0 $non_clock_inputs
set_output_delay [expr $clk_period * $clk_io_pct] -clock clk0 [all_outputs]
==> results.txt <==
Final period util: 0.9944
Kind of critical path: primary input to flip-flop
DRC viols: 0
Non-filler cells in the finished layout: 538
Initial Util: 0.5230
Most frequent cells in the layout: dfrtp_1 (112), inv_1 (96), clkdlybuf4s50_1 (66)
Power per cell area: 1548 nW/um^2
Status: complete, no violations
DR WL/cell: 11.83 um
Final GP Congestion: 0.7580
CTS clk-pin slew, worst paths: 0.10 ns
Worst Path Required: 1.45 ns
Routed WL: 6365 um
Worst slack, placed: -0.5893 ns
Routed vias/inst: 4.258
Clk latency of the worst-skew pair: 0.35 ns
Distinct lib cells: 6
CP Buf/Inv Count: 3
Final global-route overflow total: 0
Total Power: 8.888 mW
Met3 GRT Util: 0.03997
Ys Warns: 4
Crit end category: flip-flop
Placed insts: 522
Initial antenna violation count: 0
Met1 Usage GRT: 0.2905
GRT Overall Usage: 0.1634
Remaining antenna violation count: 0
Post-CTS Repair Setup Buffers: 0
Worst Slack Setup Final: 0.006677 ns
Root buffer cell: clkbuf_8
Class of the worst hold path: primary input to async pin
Stages on the worst setup path: 5
Max-slew violation count: 0
Clock Skews: 0.01328 ns
Mapped Area: 4628 um^2
Share of layout cells above drive strength 1: 0.05581
Hold Slack: 0.1674 ns
Reg-to-Reg Start: set0.adder2.part2.c
Crit start category: primary input
Met2 global-route usage: 0.2421
Number of cells in Yosys stat: 345
Slew of the pin with the lowest slew margin: 0.3145 ns
Detail Placement HPWL: 4907 um
Critical path's slowest cell: fa_1
Ys flops: 112
Seq share, synth: 0.6056
Final Hold Fails: 0
Setup-failing EPs final: 0
Dominant logic cell type in the layout: dfrtp_1
Port bufs: 81
Core ar.: 8848 um^2
Max FO, Critical Path: 8
Pin count of the biggest net entering global routing: 42
Crit path max-delay family: buffers and inverters
TritonCTS Buffers: 9
Leak Pwr: 2.885 nW
RR Endpoint: set0.adder2.part2.s
Max transition margin: 0.7904
Via Count: 2291
Tally of OpenROAD warnings: 26
H-tree levels: 3
Clock Sinks: 112
Cells along the critical path: clkdlybuf4s50_1 > buf_6 > nand2_1 > fa_1 > inv_1
Mean post-synth cell area: 13.42 um^2
Initial DRT Pass Iterations: 6
I/O Pins: 82
DRT iter0 DRCs: 34
Die H: 98.21 um
Reg-to-reg setup timing slack: 0.12 ns
Fmax: 0.8380 GHz
RSZ-0062 raised after global routing: no
Die width: 98.21 um
Worst VDD drop: 0.0008131 V
Layout area overhead: 24.09%
Vias in the first global route: 2465
Yosys Chip Area: 4628 um^2
Worst EP arrival: 1.45 ns
GRT busiest layer: met1
Tmin final: 1.193 ns
Mapped Cells: 345
Max_cap viols: 0
Die area: 9645 um^2
Worst reg-to-reg path cell count: 3
CP max stage delay: 0.50 ns
ANT cells: 0
Site row count: 34
CTS tree: done
First-pass GRT wire length: 11360 um
Maximum clock path buffer count: 2
[Yosys cell counts (all sizes together)]
cell type	count	area, um^2
dfrtp	112	2803
nand2	64	240.2
fa	56	1121
inv	97	364.1
buf	16	100.1
[metal layers]
metal  share of wire  vias to the layer above  wire, um
met5               0                        -         0
met2            0.49                       43      3120
met1            0.46                     1153      2921
met3           0.045                        2       287
met4          0.0057                        0        36
li1                -                     1093         -
[kinds of logic after synthesis]
kind of cell | after synthesis | share of synthesized area
and+or+nand+nor | 64 | 0.05191
adders and majority gates | 56 | 0.2422
DFF | 112 | 0.6056
buffers and inverters | 113 | 0.1003
[what timing repair did]
item                                    4_1_cts  5_1_grt
hold buffers                                  0        0
resized                                      23        4
endpoints found under the setup margin       41        4
[power breakdown]
group          internal, mW  leakage (nW)  switching, mW
sequential             4.73          1.40          0.473
clock                  1.05         0.104           1.23
combinational         0.806          1.38          0.598
total                  6.58          2.88           2.30
[final cells by class]
cell class | instances | area (um^2)
well taps | 108 | 135.1
fillers | 698 | 3105
clock buffers | 10 | 137.6
clock inverters | 6 | 72.57
multi-input cells | 120 | 1364
inverters | 97 | 367.9
repair buffers | 85 | 863.3
flip-flops and latches | 112 | 2803
[through the flow]
| stage | util | TNS, ns | instance area [um^2] |
|---|---|---|---|
| after floorplan | - | -44.51 | 4632 |
| after global placement | 0.6267 | -26.90 | 5545 |
| after detailed placement | 0.6267 | -27.28 | 5545 |
| after CTS | 0.6495 | 0 | 5747 |
| after global routing | 0.6490 | 0 | 5743 |
| final | 0.6490 | 0 | 5743 |
[how the worst max path moves through the flow]
stage	start	end
after CTS	control[0]	set0.adder1.part3.s
after global routing	set0.adder2.part6.s	result[2]
final	control[0]	set0.adder0.part3.s
Power and IR drop assume default switching activity.
